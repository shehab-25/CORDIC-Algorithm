### ./config.mk
export PLATFORM = sky130hd
export DESIGN_NAME = CORDIC_top
export DESIGN_NICKNAME = CORDIC_top
export VERILOG_FILES = /design/flow/design.v
export SDC_FILE = /design/flow/constraint.sdc
export NUM_CORES = 4
export LEC_CHECK = 1
export CORE_UTILIZATION = 30
export SYNTH_HDL_FRONTEND = slang
### ./constraint.sdc
current_design CORDIC_top

set clk_period 17.1
set clk_io_pct 0.2

create_clock -name clk0 -period $clk_period [get_ports {clk}]

set non_clock_inputs [all_inputs -no_clocks]
set_input_delay [expr $clk_period * $clk_io_pct] -clock clk0 $non_clock_inputs
set_output_delay [expr $clk_period * $clk_io_pct] -clock clk0 [all_outputs]
### ./design.v
module CORDIC #(parameter WIDTH = 16 , parameter ITERATIONS = 32) (
    input clk,                               
    input signed [WIDTH-1:0] x_start,        
    input signed [WIDTH-1:0] y_start,        
    input signed [31:0] angle_after_map,     
    input sin_sign, cos_sign,                
    output reg signed [WIDTH-1:0] sine,      
    output reg signed [WIDTH-1:0] cosine     
);
reg signed [31:0] x [0:ITERATIONS];
reg signed [31:0] y [0:ITERATIONS];  
reg signed [31:0] z [0:ITERATIONS];
integer i;
localparam signed [31:0] atan_table [0:31] = '{
    32'h06487ED5,  
    32'h03B58CE1,  
    32'h01F5B760,  
    32'h00FEADD5,  
    32'h007FD56F,  
    32'h003FFAAB,  
    32'h001FFF55,  
    32'h000FFFEB,  
    32'h0007FFFD,  
    32'h00040000,  
    32'h00020000,  
    32'h00010000,  
    32'h00008000,  
    32'h00004000,  
    32'h00002000,  
    32'h00001000,  
    32'h00000800,  
    32'h00000400,  
    32'h00000200,  
    32'h00000100,  
    32'h00000080,  
    32'h00000040,  
    32'h00000020,  
    32'h00000010,  
    32'h00000008,  
    32'h00000004,  
    32'h00000002,  
    32'h00000001,  
    32'h00000000,  
    32'h00000000,  
    32'h00000000,  
    32'h00000000   
};
always @(posedge clk) begin
    x[0] <= {{1{x_start[WIDTH-1]}}, x_start, 15'b0};
    y[0] <= {{1{y_start[WIDTH-1]}}, y_start, 15'b0};
    z[0] <= angle_after_map;
    for (i = 0; i < ITERATIONS; i = i + 1) begin
        if (z[i][31] == 1'b1) begin      
            x[i+1] <= x[i] + (y[i] >>> i);
            y[i+1] <= y[i] - (x[i] >>> i);
            z[i+1] <= z[i] + atan_table[i];
        end
        else begin                       
            x[i+1] <= x[i] - (y[i] >>> i);
            y[i+1] <= y[i] + (x[i] >>> i);
            z[i+1] <= z[i] - atan_table[i];
        end
    end
    if (sin_sign) begin
        sine <= -y[ITERATIONS][30:15];   
    end else begin
        sine <= y[ITERATIONS][30:15];
    end
    if (cos_sign) begin
        cosine <= -x[ITERATIONS][30:15];
    end else begin
        cosine <= x[ITERATIONS][30:15];
    end
end
endmodule
module CORDIC_top #(parameter WIDTH = 16 , parameter ITERATIONS = 32) (
    input clk,
    input signed [WIDTH-1:0] x_start,
    input signed [WIDTH-1:0] y_start,
    input signed [31:0] angle_in,
    output signed [WIDTH-1:0] sine,
    output signed [WIDTH-1:0] cosine
);
wire signed [31:0] angle_cordic_out;
wire sin_sign, cos_sign;
quad_logic quad_logic_DUT(
    .angle_in(angle_in),
    .angle_cordic_out(angle_cordic_out),
    .sin_sign(sin_sign),
    .cos_sign(cos_sign)
);
CORDIC #(.WIDTH(WIDTH), .ITERATIONS(ITERATIONS)) CORDIC_DUT(
    .clk(clk),
    .x_start(x_start),
    .y_start(y_start),
    .angle_after_map(angle_cordic_out),
    .sin_sign(sin_sign),
    .cos_sign(cos_sign),
    .sine(sine),
    .cosine(cosine)
);
endmodule
module quad_logic (
    input signed [31:0] angle_in,               
    output reg signed [31:0] angle_cordic_out,  
    output reg sin_sign, cos_sign              
);
localparam signed [31:0] PI = 32'h1921FB54;            
localparam signed [31:0] PI_2 = 32'h0C90FDAA;          
localparam signed [31:0] TWO_PI = 32'h3243F6A9;        
localparam signed [31:0] THREE_PI_2 = 32'h25B2F8FE;    
reg signed [31:0] angle_norm;
always @(*) begin
    if (angle_in < 0) begin
        angle_norm = angle_in + TWO_PI;
    end
    else if (angle_in >= TWO_PI) begin
        angle_norm = angle_in - TWO_PI;
    end
    else begin
        angle_norm = angle_in;
    end
    if (angle_norm <= PI_2) begin   
        angle_cordic_out = angle_norm;
        sin_sign = 1'b0;   
        cos_sign = 1'b0;   
    end
    else if (angle_norm <= PI) begin   
        angle_cordic_out = PI - angle_norm;
        sin_sign = 1'b0;   
        cos_sign = 1'b1;   
    end
    else if (angle_norm <= THREE_PI_2) begin   
        angle_cordic_out = angle_norm - PI;
        sin_sign = 1'b1;   
        cos_sign = 1'b1;   
    end
    else begin   
        angle_cordic_out = TWO_PI - angle_norm;
        sin_sign = 1'b1;   
        cos_sign = 1'b0;   
    end
end
endmodule
### ./run.sh
#!/bin/bash
# OpenROAD 26Q1-2900-gdf79404cd8, Yosys 0.63+post, stock flow scripts
make -C /OpenROAD-flow-scripts/flow DESIGN_CONFIG=/design/flow/config.mk WORK_HOME=/design/flow/orfs finish
==> impl_metrics.csv <==
group,metric,value,unit
cts,cts_buffers,312,
setup_path,slowest_delay,0.66,ns
final_timing,finalHoldViolations,0,
synth,syn_avg_cell_area,8.73,µm²
synth,adder_share,18.6,%
die,dieWidth,802,µm
grt,grt_pass1_wl,740000,µm
cts,h-tree-depth,5,
final_timing,rsz0062_at_grt,"false",
setup_path,critPathMaxFanout,29,
cts,cts.sinks,2864,
routing,wl_per_cell,14.9,µm
cells_and_area,fin_area,215000,µm²
routing,drt_first_pass_iters,6,
synth,aoi_share,19.5,%
setup_path,start_kind,"input port",
place,dp_hpwl,370000,µm
routing,dr_total_vias,151000,
grt,grt_max_degree,62,
synth,flop_cell,"dfxtp_1",
die,core-area,638000,µm²
final_timing,skew,0.0733,ns
die,num_rows,293,
cells_and_area,drive_above_1_share,4.48,%
place,dp_worst_setup_slack,7.16,ns
final_timing,setup_viol,0,
final_timing,tightest_slew,1.00,ns
final_timing,period_needed,8.98,ns
synth,top_logic_kind,"AND-OR/OR-AND gates",
final_timing,fin_tns_setup,0,ns
cells_and_area,syn2layout_area_growth,11.6,%
grt,grt_overflow_total,0,
routing,ant_nets,0,
setup_path,cp.arrival,9.85,ns
synth,yosys_warnings,0,
worst_hold_path,hp-class,"reg -> reg",
synth,synth.area.mux_share,0.977,%
grt,grt_usage,14.2,%
synth,edf_count,0,
cts,postCtsSetupRepairBufs,0,
place,dp_cells,30400,
synth,synth_cell_type_count,111,
routing,viasPerCell,4.87,
synth,seq_area_frac_synth,29.8,%
flow_run,maxCapViolCount,0,
cts,clkTransAtPathRegs,0.06,ns
routing,drtIter0Drc,7933,
place,portBuffers,96,
die,die-height,802,µm
die,fp_util,30.1,%
flow_run,tool_warnings,64,
setup_path,cp_data_required_time,17.97,ns
final_timing,fmaxAchievable,111,MHz
cts,cts_tree,"built",
cells_and_area,nFillCells,64100,
setup_path,crit_chain,"clkdlybuf4s50_1 -> or4_4 -> nor4_4 -> nand3_2 -> o21ai_4 -> mux2i_4 -> nor3b_1 -> nand4_1 -> nor4_2 -> a2111oi_2 -> nor2_4 -> buf_4 -> nand2_1 -> o221ai_1 -> xor2_1",
cells_and_area,final_cells,30900,
synth,ys_async_sr_fraction,0,%
cts,cts_hold_buffers,0,
setup_path,cp_top_family,"simple AND/OR/NAND/NOR gates",
die,dieArea,644000,µm²
final_timing,timing.final.crit_share,52.5,%
synth,postSynthCellCount,22000,
setup_path,end_kind,"register",
setup_path,crit_buf_inv,2,
cells_and_area,regArea,57400,µm²
final_timing,relSlewSlack,32.6,%
grt,grt_pass1_vias,142000,
cts,cts_resized,0,
setup_path,worst_path_max_delay_cell,"nor2_4",
die,ioPinCount,97,
place,gp_congestion,0.911,
outcome,status,"completed",
cells_and_area,comb_area,130000,µm²
cts,clock_latency,0.99,ns
cts,cts-root-buf,"clkbuf_16",
setup_path,criticalPathCategory,"in -> reg",
routing,drc,0,
synth,ys_seq_elements,2864,
cells_and_area,final_util,33.6,%
routing,drt-total-wl,461000,µm
cts,cts.path.max_buffers,4,
synth,xor_area_share,13.7,%
final_timing,slew_violations,0,
synth,netlist_area,192000,µm²
grt,antenna_found_initial,14,
synth,ys_area,192000,µm²
final_timing,setup_ws,8.12,ns
synth,yosysCellCount,22000,
synth,simple_gate_share,14.7,%
place,placed_area,204000,µm²
final_timing,timing.hold.ws,0.314,ns
logic make-up after synthesis:
| logic type | count (synthesis) |
|---|---|
| simple gates | 5919 |
| compound gates | 5894 |
| xor+xnor | 3008 |
| flops | 2864 |
| fa+ha+maj | 2811 |
| buf+inv | 1337 |
| mux | 176 |
cell type report:
type,instances,share of cell area (%)
Clock inverter,136,0.927
Timing Repair Buffer,247,0.980
Clock buffer,420,4.13
Sequential cell,2864,26.7
Multi-Input combinational cell,17800,60.5
Inverter,1051,1.84
Tap cell,8407,4.90
Antenna cell,7,0.00817
path summary, 6_finish.rpt:
| check | start | endpoint | slack [ns] | cells past startpoint |
|---|---|---|---|---|
| max | angle_in[26] | CORDIC_DUT.z[0][17]$_DFF_P_ | 8.12 | 15 |
| min reg2reg | CORDIC_DUT.z[9][11]$_DFF_P_ | CORDIC_DUT.z[10][11]$_DFF_P_ | 0.31 | 0 |
| min | CORDIC_DUT.z[9][11]$_DFF_P_ | CORDIC_DUT.z[10][11]$_DFF_P_ | 0.31 | 0 |
| max reg2reg | CORDIC_DUT.x[20][24]$_DFF_P_ | CORDIC_DUT.y[21][30]$_DFF_P_ | 11.24 | 19 |
metal layers:
layer | vias to the layer above | routed length [µm] | GRT usage (%)
met2 | 2344 | 209000 | 23.4
li1 | 79300 | - | -
met5 | - | 27 | 0
met3 | 650 | 19500 | 1.92
met1 | 68500 | 217000 | 19.8
met4 | 4 | 15700 | 4.06
cells in the final DEF (no fill, tap or decap), types with 101 or more instances in the layout:
cell       count
o21ai_0     1030
or3_1        194
inv_1       1031
and2_1       153
or2_2        118
xor2_1       858
o21bai_1     347
a21oi_1     2095
buf_4        150
o21a_1       330
nor3_1       823
nor2b_1      322
xnor2_1     2147
clkbuf_16    317
nand3_1      423
nor2_1      2022
nand2b_1     332
and3_1       212
a21o_1       645
o31ai_1      101
o41ai_1      111
a211oi_1     232
o211ai_1     103
dfxtp_1     2851
a31oi_1      195
nand2_1      993
ha_1        2726
registers in the layout, summed over array words and instances (netlist names):
signal             count
CORDIC_DUT.cosine     16
CORDIC_DUT.sine       16
CORDIC_DUT.x         968
CORDIC_DUT.y         964
CORDIC_DUT.z         900
cell usage after synthesis (232+ instances only):
| master | count | area share (%) |
|---|---|---|
| nand2_1 | 993 | 1.9 |
| o21a_1 | 330 | 1.3 |
| nor3_1 | 823 | 2.1 |
| xor2_1 | 858 | 3.9 |
| inv_1 | 1032 | 2.0 |
| a21o_1 | 645 | 2.5 |
| dfxtp_1 | 2864 | 30 |
| nand3_1 | 423 | 1.1 |
| a21oi_1 | 2095 | 5.5 |
| o21ai_0 | 1031 | 2.7 |
| nand2b_1 | 332 | 1.1 |
| nor2b_1 | 322 | 1.0 |
| nor2_1 | 2022 | 3.9 |
| ha_1 | 2726 | 18 |
| xnor2_1 | 2147 | 9.8 |
| a211oi_1 | 232 | 0.91 |
| o21bai_1 | 347 | 1.4 |
